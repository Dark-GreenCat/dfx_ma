--- design/flow/config.mk ---
export PLATFORM = sky130hd
export DESIGN_NAME = ram_2p
export DESIGN_NICKNAME = ram_2p
export VERILOG_FILES = /design/flow/design.v
export SDC_FILE = /design/flow/constraint.sdc
export NUM_CORES = 4
export LEC_CHECK = 1
export CORE_UTILIZATION = 50
export SYNTH_HDL_FRONTEND = slang
--- design/flow/constraint.sdc ---
current_design ram_2p

set clk_period 16.1
set clk_io_pct 0.2

create_clock -name clk0 -period $clk_period [get_ports {clk_a}]
create_clock -name clk1 -period $clk_period [get_ports {clk_b}]

set non_clock_inputs [all_inputs -no_clocks]
set_input_delay [expr $clk_period * $clk_io_pct] -clock clk0 $non_clock_inputs
set_output_delay [expr $clk_period * $clk_io_pct] -clock clk0 [all_outputs]
--- design/flow/design.v ---
interface datamover_if #(
  parameter AXI_ADDR_WIDTH   = 36,
  parameter BRAM_ADDR_WIDTH  = 10,
  parameter BYTE_TRANS_WIDTH = 15
);
  logic start;
  logic [AXI_ADDR_WIDTH-1:0] src_axi_addr;
  logic [BRAM_ADDR_WIDTH-1:0] dst_bram_addr;
  logic [BRAM_ADDR_WIDTH-1:0] src_bram_addr;
  logic [AXI_ADDR_WIDTH-1:0] dst_axi_addr;
  logic [BYTE_TRANS_WIDTH-1:0] byte_to_trans;
  logic done;
  modport master(
    output start,
    output src_axi_addr,
    output dst_bram_addr,
    output src_bram_addr,
    output dst_axi_addr,
    output byte_to_trans,
    input done
  );
  modport slave(
    input start,
    input src_axi_addr,
    input dst_bram_addr,
    input src_bram_addr,
    input dst_axi_addr,
    input byte_to_trans,
    output done
  );
endinterface
module ram_2p #(
    parameter DATAWIDTH_A = 32,             
    parameter DEPTH_A = 16,                
    parameter DATAWIDTH_B = 16,             
    parameter DEPTH_B = 32,                
    parameter MEMFILE = "init.mem",        
    parameter READ_DELAY = 2,               
    parameter TOTAL_BITS = DATAWIDTH_A * DEPTH_A   
) (
    input  logic                  clk_a,     
    input  logic                  en_a,      
    input  logic                  we_a,      
    input  logic [$clog2(DEPTH_A)-1:0] addr_a,  
    input  logic [DATAWIDTH_A-1:0] din_a,    
    output logic [DATAWIDTH_A-1:0] dout_a,   
    input  logic                  clk_b,     
    input  logic                  en_b,      
    input  logic                  we_b,      
    input  logic [$clog2(DEPTH_B)-1:0] addr_b,  
    input  logic [DATAWIDTH_B-1:0] din_b,    
    output logic [DATAWIDTH_B-1:0] dout_b    
);
    initial begin
        assert (DATAWIDTH_A * DEPTH_A == DATAWIDTH_B * DEPTH_B)
        else $fatal("Error: DATAWIDTH_A * DEPTH_A (%0d) must equal DATAWIDTH_B * DEPTH_B (%0d)", 
                    DATAWIDTH_A * DEPTH_A, DATAWIDTH_B * DEPTH_B);
    end
    logic [DATAWIDTH_A-1:0] mem [0:DEPTH_A-1];
    initial begin
        if (MEMFILE != "") begin
            $readmemh(MEMFILE, mem);
        end
    end
    function automatic logic [$clog2(DEPTH_A)-1:0] addr_a_to_index(input logic [$clog2(DEPTH_A)-1:0] addr);
        return addr;
    endfunction
    function automatic logic [$clog2(DEPTH_A)-1:0] addr_b_to_index(input logic [$clog2(DEPTH_B)-1:0] addr);
        return (addr * DATAWIDTH_B) / DATAWIDTH_A;
    endfunction
    function automatic logic [$clog2(DATAWIDTH_A)-1:0] addr_b_bit_offset(input logic [$clog2(DEPTH_B)-1:0] addr);
        return (addr[0]) ? DATAWIDTH_B : 0;
    endfunction
    always_ff @(posedge clk_a) begin
        if (en_a && we_a) begin
            mem[addr_a_to_index(addr_a)] <= din_a;
        end
        if (en_b && we_b) begin
            automatic logic [$clog2(DEPTH_A)-1:0] addr_b_mapped = addr_b_to_index(addr_b);
            if (!(en_a && we_a && addr_a_to_index(addr_a) == addr_b_mapped)) begin
                automatic logic [DATAWIDTH_A-1:0] current_data = mem[addr_b_mapped];
                automatic logic [$clog2(DATAWIDTH_A)-1:0] bit_offset = addr_b_bit_offset(addr_b);
                current_data[bit_offset +: DATAWIDTH_B] = din_b;
                mem[addr_b_mapped] <= current_data;
            end
        end
    end
    logic [DATAWIDTH_A-1:0] read_data_a;
    logic [DATAWIDTH_A-1:0] delay_line_a [0:READ_DELAY-1];
    always_comb begin
        read_data_a = mem[addr_a_to_index(addr_a)];
    end
    always_ff @(posedge clk_a) begin
        if (en_a) begin
            delay_line_a[0] <= read_data_a;
            for (int i = 1; i < READ_DELAY; i++) begin
                delay_line_a[i] <= delay_line_a[i-1];
            end
        end
    end
    assign dout_a = (READ_DELAY > 0) ? delay_line_a[READ_DELAY-1] : read_data_a;
    logic [DATAWIDTH_B-1:0] read_data_b;
    logic [DATAWIDTH_B-1:0] delay_line_b [0:READ_DELAY-1];
    always_comb begin
        automatic logic [$clog2(DEPTH_A)-1:0] addr_b_mapped = addr_b_to_index(addr_b);
        automatic logic [$clog2(DATAWIDTH_A)-1:0] bit_offset = addr_b_bit_offset(addr_b);
        read_data_b = mem[addr_b_mapped][bit_offset +: DATAWIDTH_B];
    end
    always_ff @(posedge clk_b) begin
        if (en_b) begin
            delay_line_b[0] <= read_data_b;
            for (int i = 1; i < READ_DELAY; i++) begin
                delay_line_b[i] <= delay_line_b[i-1];
            end
        end
    end
    assign dout_b = (READ_DELAY > 0) ? delay_line_b[READ_DELAY-1] : read_data_b;
endmodule
--- design/flow/run.sh ---
#!/bin/bash
# OpenROAD 26Q1-2900-gdf79404cd8, Yosys 0.63+post, stock flow scripts
make -C /OpenROAD-flow-scripts/flow DESIGN_CONFIG=/design/flow/config.mk WORK_HOME=/design/flow/orfs finish
==> results.toml <==
# physical design summary
[status]
outcome = "finished clean"

[yosys]
ff_type = "edfxtp_1"
yosysUniqueCellTypes = 42
ys_async_sr_fraction_pct = 0
syn_area_sq_mm = 0.0338
synth_seq_share_pct = 53.9
syn_inst = 2779
yosys_cells = 2779
ys_seq_elements = 608
edf_count = 608
yosysWarnings = 0
avgSynthCellArea_sq_um = 12.2
ys_chip_area_sq_mm = 0.0338

[job]
maxCapViolations = 0
openroad.warnings = 29

[layout]
area_delta_synth_final_pct = 10.2
final_area_sq_mm = 0.0373
drive_gt1_share_pct = 22.3
fillers = 5206
utilization_pct = 55.6

[power_and_ir_drop]
pwr-share-seq_pct = 46.7
p_comb_share_pct = 12.9
switchingPower_mw = 1.01
ir_drop_v = 0.0000614
clkPwrFrac_pct = 40.4
leakagePower_nw = 12.2
internal_power_mw = 2.90
pwr_density_cell_mw_per_mm2 = 105
sw_frac_of_total_pct = 25.9

[die]
core_area_sq_mm = 0.0670
rows = 95
ioPinCount = 111
die_h_microns = 262
initial_utilization_pct = 50.5
die-width_microns = 262
die_area_sq_mm = 0.0687

[setup_path]
critPathCaptureType = "flip-flop"
timing.rr.start = "mem[13][10]"
r2r_cells = 5
critPathMaxFanout = 38
crit_type = "in -> reg"
arrival_ns = 6.91
required_ns = 16.31
rrSetupSlack_ns = 13.66
cp-start-kind = "input port"
reg2reg_to = "mem[11][10]"

[hold_path]
worstHoldStart = "delay_line_a[0][27]"
hp-class = "reg -> reg"
whs_path_depth = 0
hold_end = "delay_line_a[0][59]"

[global_routing]
grt_max_degree = 104
grt_antenna_before_repair = 6
track_usage_pct = 37.2
grt_pass1_wl_mm = 164
grt.overflow.total = 0
grt_pass1_vias = 23600

[final_timing]
relSlewSlack_pct = 29.4
clock_skew_ns = 0.0364
hold_viol = 0
rsz0062_at_grt = "no"
final.setup.tns_ns = 0
final_max_slew_viol_count = 0
worstMarginPinSlew_ns = 1.06
setup_viol = 0
whs_ns = 0.417

[routing]
wirelength_mm = 115
wl_per_cell_microns = 31.9
dr.pass1.iters = 6
drcViolationCount = 0
dr_total_vias = 23700
ant_nets = 0
via_per_inst = 6.59
dr.first_iter.drc_count = 2029

[place]
portBuffers = 109
place.gp.congestion = 0.967
hpwl_mm = 70.6
dpl-instance-area_sq_mm = 0.0351

[clocking]
clkTransAtPathRegs_ns = 0.10
post_cts_resized = 0
tritoncts = "yes"
post_cts_buffers = 0
cts_sinks = 608
holdBufCountCts = 0
==> layout by cell type, fill, tap and decap left out, drive strengths merged, types with 2 or more instances in the layout <==
master         count
diode              2
o21ai              6
mux2i             52
a21boi            27
edfxtp           608
nor2b             12
clkinv            31
nor3              14
o32a              30
nor2             539
o41a               2
clkdlybuf4s50    101
buf               84
nand4              3
o22ai             99
o21bai            16
bufinv             4
o31a               5
mux2             198
a2111oi            3
or2                2
a21oi            524
a221oi            23
nand4b             2
clkinvlp           3
nand2b             6
mux4             171
inv               19
xor2               4
clkbuf            88
a211oi            20
or3                2
nand2             21
==> layer usage <==
layer | up-vias | routed length [microns] | global-route usage [%]
li1 | 10300 | - | -
met1 | 11400 | 39000 | 50.2
met2 | 1758 | 50500 | 50.6
met5 | - | 142 | 1.67
met4 | 12 | 5290 | 13.1
met3 | 291 | 19900 | 25.2
==> Yosys cell counts, types with 3 or more instances <==
cell       number  area [sq um]
mux2_2        166          1870
nand2b_1        6          37.5
xor2_1          4          35.0
a2111oi_2       3          45.0
buf_1          14          52.6
o21ai_0         6          30.0
o22ai_1        99           619
mux4_2        171          3850
mux2_1         32           360
inv_1          17          63.8
a221oi_1        9          78.8
nand2_1        21          78.8
a21boi_2       27           304
buf_2         147           736
edfxtp_1      608         18300
buf_4          72           541
clkbuf_1      122           458
a21oi_1       524          2620
nor2_1        539          2020
mux2i_1        52           521
buf_6          13           146
o32a_1         30           300
a221oi_2       14           210
nor3_1         13          65.1
o21bai_1       16           120
o31a_1          5          43.8
nor2b_1        12          75.1
a211oi_1       18           135
==> flip-flops by register name, summed over array words and instances (netlist names) <==
signal,cells
delay_line_a,64
mem,512
delay_line_b,32
==> logic make-up (layout without fill, tap and decap cells) <==
family	Yosys count	in the layout	synth area share (%)
multiplexers	421	421	19.5
flip-flops	608	608	53.9
other	0	2	0
AND-OR/OR-AND	755	755	13.5
XOR/XNOR	4	4	0.103
AND/OR/NAND/NOR	604	604	7.06
buffers and inverters	387	330	5.93
==> power by group through the flow <==
stage | combinational, mW | sequential (mW) | clock (mW)
after CTS | 0.495 | 1.83 | 1.59
after global routing | 0.534 | 1.83 | 1.65
final | 0.505 | 1.83 | 1.58
==> how the worst max path moves through the flow <==
stage	startpoint	end	slack (ns)	cells after the start
finish	addr_b[4]	delay_line_b[0][12]	9.40	6
global route	addr_b[2]	mem[12][22]	9.40	8
CTS	addr_b[4]	delay_line_b[0][12]	9.45	6
==> layout make-up <==
type | instances | area, sq um | area share [%]
clock buffer | 88 | 1880 | 5.05
antenna | 2 | 5.00 | 0.0134
inverter | 18 | 67.6 | 0.181
sequential | 608 | 18300 | 49.0
tap | 873 | 1090 | 2.93
multi-input combinational | 1784 | 14000 | 37.5
timing repair buffer | 185 | 1680 | 4.50
clock inverter | 39 | 333 | 0.892
==> stage by stage <==
| stage | total power, mW | std cells | setup slack, ns |
|---|---|---|---|
| 2_1_floorplan | 2.18 | 2779 | 9.86 |
| 3_3_place_gp | 2.35 | 3468 | 8.91 |
| 3_5_place_dp | 2.35 | 3468 | 8.93 |
| 4_1_cts | 3.91 | 3595 | 9.45 |
| 5_1_grt | 4.02 | 3595 | 9.40 |
| 6_report | 3.91 | 3597 | 9.40 |
==> critical path: stages <==
cell	delay (ns)
clkdlybuf4s50_1	1.00
nand2b_2	0.47
buf_4	0.69
o22ai_1	0.19
a221oi_1	0.86
mux4_2	0.43
Power is estimated from default activity; no workload was simulated.
