==> design.v <==
interface datamover_if #(
  parameter AXI_ADDR_WIDTH   = 36,
  parameter BRAM_ADDR_WIDTH  = 10,
  parameter BYTE_TRANS_WIDTH = 15
);
  logic start;
  logic [AXI_ADDR_WIDTH-1:0] src_axi_addr;
  logic [BRAM_ADDR_WIDTH-1:0] dst_bram_addr;
  logic [BRAM_ADDR_WIDTH-1:0] src_bram_addr;
  logic [AXI_ADDR_WIDTH-1:0] dst_axi_addr;
  logic [BYTE_TRANS_WIDTH-1:0] byte_to_trans;
  logic done;
  modport master(
    output start,
    output src_axi_addr,
    output dst_bram_addr,
    output src_bram_addr,
    output dst_axi_addr,
    output byte_to_trans,
    input done
  );
  modport slave(
    input start,
    input src_axi_addr,
    input dst_bram_addr,
    input src_bram_addr,
    input dst_axi_addr,
    input byte_to_trans,
    output done
  );
endinterface
module ram_1p #(
  parameter DATAWIDTH  = 32,           
  parameter DEPTH      = 256,          
  parameter MEMFILE    = "init.mem",   
  parameter READ_DELAY = 1             
) (
  input  logic                     clk,    
  input  logic                     en,     
  input  logic                     we,     
  input  logic [$clog2(DEPTH)-1:0] addr,   
  input  logic [    DATAWIDTH-1:0] din,    
  output logic [    DATAWIDTH-1:0] dout    
);
  logic [DATAWIDTH-1:0] mem[0:DEPTH-1];
  initial begin
    if (MEMFILE != "") begin
      $readmemh(MEMFILE, mem);
    end
  end
  always_ff @(posedge clk) begin
    if (en && we) begin
      mem[addr] <= din;
    end
  end
  logic [DATAWIDTH-1:0] read_data;
  logic [DATAWIDTH-1:0] delay_line[0:READ_DELAY-1];
  always_comb begin
    read_data = mem[addr];
  end
  always_ff @(posedge clk) begin
    if (en) begin
      delay_line[0] <= read_data;
      for (int i = 1; i < READ_DELAY; i++) begin
        delay_line[i] <= delay_line[i-1];
      end
    end
  end
  assign dout = (READ_DELAY > 0) ? delay_line[READ_DELAY-1] : read_data;
endmodule
==> run.sh <==
#!/bin/bash
# OpenROAD 26Q1-2900-gdf79404cd8, Yosys 0.63+post, stock flow scripts
make -C /OpenROAD-flow-scripts/flow DESIGN_CONFIG=/design/flow/config.mk WORK_HOME=/design/flow/orfs finish
==> config.mk <==
export PLATFORM = sky130hd
export DESIGN_NAME = ram_1p
export DESIGN_NICKNAME = ram_1p
export VERILOG_FILES = /design/flow/design.v
export SDC_FILE = /design/flow/constraint.sdc
export NUM_CORES = 4
export LEC_CHECK = 1
export CORE_UTILIZATION = 30
export SYNTH_HDL_FRONTEND = slang
export SYNTH_MEMORY_MAX_BITS = 65536
==> constraint.sdc <==
current_design ram_1p

set clk_period 59.1
set clk_io_pct 0.2

create_clock -name clk0 -period $clk_period [get_ports {clk}]

set non_clock_inputs [all_inputs -no_clocks]
set_input_delay [expr $clk_period * $clk_io_pct] -clock clk0 $non_clock_inputs
set_output_delay [expr $clk_period * $clk_io_pct] -clock clk0 [all_outputs]
==> results.py <==
# Generated from Yosys and OpenROAD reports
metrics = {
    "setup_path": {
        "cp_data_arrival_time_ps": 19000,
        "timing.critical_path.buf_inv": 10,
        "critPathMaxStageDelay_ps": 640,
        "critPathLaunchType": "input port",
        "critical_path.top_delay_family": "buffers and inverters",
        "crit_path_end_kind": "flip-flop",
        "crit_chain": "buf_16 -> buf_4 -> buf_4 -> buf_4 -> buf_4 -> buf_4 -> buf_4 -> buf_4 -> buf_4 -> mux4_2 -> a22oi_1 -> a21oi_1 -> buf_4 -> o41ai_1 -> nand4_1",
        "crit_type": "input port to flip-flop",
        "slowest_stage": "buf_4",
        "critical_path_peak_fanout": 64,
        "worst_path_most_repeated_cell": "buf_4",
        "required_ps": 60040,
    },
    "pwr": {
        "ir_worst_vdd_v": 0.00003450,
        "powerDensity_nw_per_um2": 33.31,
        "p_leak_nw": 107.9,
        "finalPower_mw": 11.97,
    },
    "flow_run": {
        "warning_count": 31,
        "maxCapViolCount": 1,
    },
    "status": {
        "violations": "capacitance limit, slew limit",
        "run_status": "finished, violations left",
    },
    "routing": {
        "detail-route-antenna-nets": 0,
        "post_drt_via_cell_ratio": 5.157,
        "dr.pass1.iters": 5,
        "post_drt_wl_per_cell_um": 31.63,
        "drt_wl_total_um": 899300,
        "drt_iter0_drc": 10296,
        "remaining_drc_errors": 0,
        "vias": 146599,
    },
    "floorplanning": {
        "chipArea_sq_um": 1035000,
        "std_cell_rows": 372,
        "fp_util_pct": 30.12,
        "die_h_um": 1017,
        "core_area_sq_um": 1027000,
        "io_pins": 75,
        "die_w_um": 1017,
    },
    "min_path": {
        "hold_path.class": "flip-flop to flip-flop",
    },
    "logic_synthesis": {
        "avgSynthCellArea_sq_um": 23.67,
        "syn_area_sq_um": 309200,
        "syn_inst": 13065,
        "synth_chip_area_sq_um": 309200,
        "ys_types": 20,
        "yosysWarnings": 0,
        "seq_area_frac_synth_pct": 79.86,
        "ys_ff": 8224,
        "yosys_cells": 13065,
    },
    "placement": {
        "dpl.hpwl_um": 528500,
        "numPortBuffers": 74,
        "gp_congestion": 0.8818,
        "place_inst": 26876,
    },
    "clock_tree": {
        "ctsHoldBuffers": 0,
        "post_cts_buffers": 0,
        "path_clk_slew_ps": 60,
        "htreeDepth": 6,
        "clock_sinks": 8224,
        "cts_tree": "done",
        "numCtsBuffers": 809,
        "clkLatencyLatePin_ps": 1230,
        "clockBufferDepth": 4,
        "root_buffer": "clkbuf_16",
        "cts_resized": 0,
    },
    "global_route": {
        "grt_overflow": 0,
        "grt_pass1_vias": 163039,
        "grt_pass1_wl_um": 1255000,
        "grt_start_max_net_pins": 103,
        "antenna_found_initial": 58,
        "grt_usage_pct": 18.63,
    },
    "final_layout": {
        "nFillCells": 92826,
        "area_growth_pct": 16.17,
        "final_cells": 28429,
        "final_layout_size_suffix_gt1_share_pct": 30.21,
        "fin_util_pct": 34.99,
    },
    "timing": {
        "tightestPinTransition_ps": 1551,
        "rsz0062_at_grt": "false",
        "finalSetupTns_ps": 0,
        "period_minus_slack_ps": 18070,
        "drv_slew": 3,
        "finalCritPeriodShare_pct": 30.57,
        "fmax_mhz": 55.35,
        "final-setup-viol-count": 0,
        "skew_ps": 64.57,
        "slew_headroom_pct": -4.531,
        "hold_viol_final": 0,
    },
}
[placed cells by master, fill, tap and decap left out, drive strengths merged]
| master | n |
|---|---|
| nand2 | 34 |
| bufinv | 52 |
| or2 | 1 |
| nor3 | 1 |
| clkinv | 387 |
| buf | 909 |
| clkdlybuf4s50 | 39 |
| nor2b | 6 |
| and4 | 1 |
| clkbuf | 988 |
| a22oi | 1024 |
| edfxtp | 8224 |
| a21oi | 512 |
| nor3b | 2 |
| nand4 | 32 |
| and2 | 3 |
| nor2 | 259 |
| diode | 83 |
| clkinvlp | 20 |
| nand2b | 2 |
| o41ai | 128 |
| inv | 23 |
| mux4 | 2048 |
[layer usage]
| layer | up-vias | part of all wire [%] | GRT usage, % |
|---|---|---|---|
| met5 | - | 0.18 | 1.209 |
| li1 | 58992 | - | - |
| met4 | 54 | 5.4 | 7.977 |
| met1 | 75222 | 28 | 17.54 |
| met2 | 10768 | 46 | 27.41 |
| met3 | 1563 | 20 | 17.15 |
[Yosys cell counts]
cell type / number / area [sq um]
edfxtp_1: 8224 / 247000
mux4_2: 2048 / 46120
a22oi_1: 1024 / 7687
a21oi_1: 512 / 2562
clkbuf_1: 485 / 1821
nor2_1: 259 / 972.2
buf_2: 188 / 940.9
o41ai_1: 128 / 1121
buf_1: 77 / 289.0
nand2_1: 34 / 127.6
nand4_1: 32 / 200.2
buf_4: 30 / 225.2
buf_6: 8 / 90.09
nor2b_1: 6 / 37.54
and2_1: 3 / 18.77
nand2b_1: 2 / 12.51
nor3b_1: 2 / 15.01
and4_1: 1 / 8.760
nor3_1: 1 / 5.000
or2_2: 1 / 6.260
[metrics by stage]
stage | worst slack (ps) | cell area, sq um | hold slack, ps
floorplan | 43860 | 309200 | 895.6
global placement | 39470 | 333600 | 1021
detailed placement | 39540 | 333600 | 1027
CTS | 40830 | 359000 | 1022
global route | 40320 | 359200 | 1104
finish | 41030 | 359200 | 1009
[worst min-delay path: stages (launching register included)]
cell	delay, ps
edfxtp_1	310
mux4_2	240
a22oi_1	60
a21oi_1	130
o41ai_1	90
nand4_1	90
[cells by family after synthesis]
group | after synthesis | share of synthesized area [%]
buffers and inverters | 788 | 1.088
multiplexers | 2048 | 14.92
AND/OR/NAND/NOR | 341 | 0.4540
flip-flops | 8224 | 79.86
AND-OR/OR-AND | 1664 | 3.677
[final cells by class]
type | count | area (sq um) | area share (%)
Sequential cell | 8224 | 247000 | 68.75
Timing Repair Buffer | 948 | 7742 | 2.155
Tap cell | 13651 | 17080 | 4.755
Antenna cell | 83 | 207.7 | 0.05782
Clock inverter | 482 | 4269 | 1.188
Multi-Input combinational cell | 4053 | 61870 | 17.22
Clock buffer | 988 | 21090 | 5.870
[path summary, 6_finish.rpt]
| check | from | to | slack (ps) | depth (start not counted) |
|---|---|---|---|---|
| setup / recovery | addr[0] | delay_line[0][29]$_DFFE_PP_ | 41030 | 15 |
| hold / removal | mem[19][30]$_DFFE_PP_ | delay_line[0][30]$_DFFE_PP_ | 1010 | 5 |
| setup reg to reg | mem[88][28]$_DFFE_PP_ | delay_line[0][28]$_DFFE_PP_ | 55680 | 5 |
| hold reg to reg | mem[19][30]$_DFFE_PP_ | delay_line[0][30]$_DFFE_PP_ | 1010 | 5 |
[flip-flops by register name, summed over array words and instances (netlist names)]
register and flops:
delay_line 32, mem 8192
[report_power, final]
group	leakage, nW	internal, mW	switching, mW
Combinational	21.6	0.187	0.390
Clock	12.3	2.76	2.19
Sequential	73.9	6.43	0.00963
Total	108	9.38	2.59
No activity file was given, so power comes from the tool's default toggle rates.
